[flow/config.mk]
export PLATFORM = sky130hd
export DESIGN_NAME = RegisterFile
export DESIGN_NICKNAME = RegisterFile
export VERILOG_FILES = /design/flow/design.v
export SDC_FILE = /design/flow/constraint.sdc
export NUM_CORES = 4
export LEC_CHECK = 1
export CORE_UTILIZATION = 40
[flow/constraint.sdc]
current_design RegisterFile

set clk_period 17.1
set clk_io_pct 0.2

create_clock -name clk0 -period $clk_period [get_ports {clk}]

set non_clock_inputs [all_inputs -no_clocks]
set_input_delay [expr $clk_period * $clk_io_pct] -clock clk0 $non_clock_inputs
set_output_delay [expr $clk_period * $clk_io_pct] -clock clk0 [all_outputs]
[flow/design.v]
module RegisterFile
(
    input clk, reset, RegWrite,
    input [63:0] WriteData,
    input [4:0] RS1, RS2, RD,
    output reg [63:0] ReadData1, ReadData2    
);
reg [63:0] Registers [31:0];
integer i;
initial
begin
    Registers[0] = 64'd1;
    Registers[1] = 64'd34;
    Registers[2] = 64'd034623;
    Registers[3] = 64'd34673;
    Registers[4] = 64'd98;
    Registers[5] = 64'd577;
    Registers[6] = 64'd586;
    Registers[7] = 64'd5;
    Registers[8] = 64'd9;
    Registers[9] = 64'd234;
    Registers[10] = 64'd111;
    Registers[11] = 64'd0434;
    Registers[12] = 64'd023;
    Registers[13] = 64'd0343;
    Registers[14] = 64'd90;
    Registers[15] = 64'd5489;
    Registers[16] = 64'd458;
    Registers[17] = 64'd48594;
    Registers[18] = 64'd459;
    Registers[19] = 64'd4598;
    Registers[20] = 64'd4590;
    Registers[21] = 64'd1;  
    Registers[22] = 64'd48596;
    Registers[23] = 64'd6895;
    Registers[24] = 64'd589;
    Registers[25] = 64'd5689;
    Registers[26] = 64'd2392;
    Registers[27] = 64'd0956;
    Registers[28] = 64'd45;
    Registers[29] = 64'd54;
    Registers[30] = 64'd67;
    Registers[31] = 64'd654;
end
always @(posedge clk ) begin
    if (RegWrite) begin
        Registers[RD] = WriteData;
    end
end
always@(*) begin
    ReadData1 = reset ? 0 : Registers[RS1];
    ReadData2 = reset ? 0 : Registers[RS2];
end
endmodule  
[flow/run.sh]
#!/bin/bash
# OpenROAD 26Q1-2900-gdf79404cd8, Yosys 0.63+post, stock flow scripts
make -C /OpenROAD-flow-scripts/flow DESIGN_CONFIG=/design/flow/config.mk WORK_HOME=/design/flow/orfs finish
==> notes.md <==
Main metrics from the flow reports.

The synth_stat.txt file lists the number of cells as between 4000 and 5000. From left edge to right edge, the die measures 488 µm. The detailed placer reported the number of placed instances as roughly 8000. Of all nets on the critical path, the largest fanout is 50. The dominant register cell in the synthesized netlist is sky130_fd_sc_hd__edfxtp_1. The number of hold buffers added after cts is 0.

The number of global-route vias before repair came out at roughly 60000. The number of sinks on the clock net came out at around 2000. The timing report shows the most common cell along the critical path to be sky130_fd_sc_hd__buf_4. The post-CTS setup buffer count is 0. For this run, asynchronously set or reset flops after synthesis account for 0%. The power per cell area came out at 104 nW/µm². The cell taking the most area after synthesis is sky130_fd_sc_hd__edfxtp_1. The number of port buffers is 209. The flow ran to the end, and the final reports show no timing, DRC or antenna violations. The count of pins over their slew limit came out at 0.

The peak per-stage delay on the critical path came out at approximately 850 ps. The chip area from the yosys synthesis statistics is approximately 94000 µm². The peak ir drop on the vdd network came out at 94.7 µV. The post-route netlist has 34.9% of its cells at a drive strength greater than 1.

The worst setup path is captured at a primary output. The number of H-tree levels came out at 4. Entering global routing, the biggest net connects 73 pins.

Per the gpl log, the routability congestion estimate is 0.872. The gate count of the mapped netlist is ~4600. The number of failing setup endpoints in the final timing report is 0. The initial antenna violation count was 9. The layout overhead on the synthesized area came out at 14.7%.

The shortest period the worst path allows is 11330 ps. The fraction of synthesized cell area taken by the top area cell type came out at 65.2%. The CTS tree is yes. For the worst setup path, the data arrival time is 7910 ps. The die span in y came out at 488 µm.

The critical path goes through buf_8, buf_4, buf_4, buf_4, mux4_2, nor2b_1, a211oi_1, nor4_1, clkdlybuf4s50_1. The kind of start point of the critical path is an input port. The total global routing overflow is 0. The period utilization is between 60% and 70%.

The global-route total usage across every layer is 29.6%. The I/O pin count came out at about 210. The detail route stage leaves a number of antenna-violating nets equal to 0. Per the synth log, the flip-flop and latch total comes to 2048. The number of standard cells in the layout, taps in and fillers out is roughly 8300. The total CTS buffers came out at 210. The flip-flop count of the largest register, all copies and words added came out at 2048. The number of buffer and inverter instances along the worst setup path came out at 5. The report lists the number of standard-cell rows as 177. The post-synthesis area per instance is between 20 and 25 µm². By count the netlist is led by sky130_fd_sc_hd__edfxtp_1, sky130_fd_sc_hd__mux4_2, sky130_fd_sc_hd__mux2i_1, sky130_fd_sc_hd__o22ai_1, sky130_fd_sc_hd__mux2_2. The floorplan utilization came out at ~40%. After synthesis, the cell types taking the most area are sky130_fd_sc_hd__edfxtp_1, sky130_fd_sc_hd__mux4_2, sky130_fd_sc_hd__mux2i_1, sky130_fd_sc_hd__mux2_2, sky130_fd_sc_hd__o22ai_1.

Broken down by cell family, the worst path's largest delay share belongs to buffers and inverters. The placed wire-length estimate is roughly 180000 µm. The library cell used as clock root buffer is sky130_fd_sc_hd__clkbuf_16. The number of enable-type register cells in the synthesized netlist is 2048. The path category of the worst min-delay check is input port to register. The number of max-cap violations is 0. The post-detailed-route via-to-cell ratio is between 6 and 7.

The violation tally recorded at the end of detailed-routing iteration 0 is 3752. The final layout reports a setup TNS of 0 ps. The DRC violation total left in the routed layout is recorded as 0. The cell area after technology mapping is 94400 µm². The full die area came out at ~240000 µm².

The distinct cell type count after synthesis is about 56. The number of instances resized during post-cts repair is 0. In the setup report, the worst path falls into the class input port to primary output. Derived from the worst setup path, the maximum achievable clock frequency is 88.3 MHz. Setup repair after global routing left no endpoint under its margin.

The count of warnings emitted by yosys is 1. The post-CTS clock slew at the launch and capture registers of the worst setup and hold paths is 60 ps. The number of hold violations in the final report came out at 0.

Counting along the longest clock path gives a buffer depth of 3. The register share after synthesis is 65.2%. The most frequently used cell type in the post-synthesis netlist is sky130_fd_sc_hd__edfxtp_1. The slowest stage of the critical path belongs to the cell sky130_fd_sc_hd__nor4_1. The detailed-router iteration count before antenna repair is 5. Per the detail_route report, routed wire per instance is ~38 µm. The global-route wire length before repair is 444000 µm. The tally of OpenROAD warnings is 26.

The detailed router reported a total wirelength of ~310000 µm. The pin slew with the least headroom to its limit is 1050 ps. The count of fill cells added during filler insertion is 19300. The leakage power in the latest report is between 30 and 40 nW.

The placeable core region is 233000 µm². The via count of the routed design is 53100. The worst slew margin relative to its limit is 30.0%.

The data required time at the worst endpoint is 13680 ps.
==> where the power goes <==
group	switching, W	internal, W	total (W)
registers	0.0000235	0.00559	0.00561
logic	0.000555	0.000427	0.000982
clock network	0.00202	0.00262	0.00464
==> per-layer routing <==
layer | vias up | global-route usage [%] | routed length (µm)
met5 | - | 1.61 | 542
met4 | 27 | 9.13 | 12800
met3 | 673 | 24.7 | 61300
met2 | 4220 | 42.5 | 147000
met1 | 27000 | 33.1 | 93200
li1 | 21100 | - | -
==> kinds of logic after synthesis <==
| family | share of synthesized area (%) |
|---|---|
| and+or+nand+nor | 2.35 |
| DFF | 65.2 |
| buffers and inverters | 2.22 |
| AOI/OAI and AO/OA | 3.54 |
| muxes | 26.7 |
==> worst paths after layout <==
kind | start | endpoint | slack, ps | depth (start not counted)
setup / recovery | RS2[0] | ReadData2[58] | 5770 | 9
hold / removal | WriteData[63] | Registers[27][63] | 3220 | 1
==> layout by cell type (no fill, tap or decap), drive strengths merged, types with 84 or more instances in the layout <==
master,netlist,layout
nand2,90,90
mux2i,218,218
mux2,170,170
edfxtp,2048,2048
nor4,84,84
nor2,93,93
clkdlybuf4s50,0,198
a22oi,92,92
buf,226,330
o22ai,195,195
clkbuf,136,252
mux4,937,937
clkinv,1,102
==> metrics by stage <==
stage	utilization, %	setup slack, ps	cell area [µm²]	hold WS (ps)	power [W]
after floorplan	-	8710	94400	3520	0.00626
after CTS	46.4	5760	108000	3170	0.0113
final	46.4	5770	108000	3220	0.0112
after global routing	46.4	5450	108000	3210	0.0115
after global placement	43.4	5670	101000	4080	0.00669
after detailed placement	43.4	5790	101000	4100	0.00670
==> layout make-up <==
type | instances | area, µm² | area share, %
sequential | 2048 | 61500 | 56.8
multi-input combinational | 2214 | 31100 | 28.8
clock buffer | 251 | 5430 | 5.02
timing repair buffer | 529 | 4720 | 4.36
tap | 3132 | 3920 | 3.62
clock inverter | 140 | 1510 | 1.39
inverter | 5 | 18.8 | 0.0173
antenna | 4 | 10.0 | 0.00925
Power is estimated from default activity; no workload was simulated.
