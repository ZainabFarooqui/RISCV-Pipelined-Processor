File: flow/design.v
`timescale 1ns / 1ps
module instructionmemory(
    input [31:0] Inst_Address,  
    output reg [31:0] Instruction
);
    reg [7:0] memory [184:0];  
    initial begin
memory[3] = 32'h10;
memory[2] = 32'h00;
memory[1] = 32'h05;
memory[0] = 32'h13;
memory[7] = 32'h00;
memory[6] = 32'h55;
memory[5] = 32'h30;
memory[4] = 32'h23;
memory[11] = 32'h00;
memory[10] = 32'h65;
memory[9] = 32'h34;
memory[8] = 32'h23;
memory[15] = 32'h00;
memory[14] = 32'h75;
memory[13] = 32'h38;
memory[12] = 32'h23;
memory[19] = 32'h01;
memory[18] = 32'hc5;
memory[17] = 32'h3c;
memory[16] = 32'h23;
memory[23] = 32'h03;
memory[22] = 32'hd5;
memory[21] = 32'h30;
memory[20] = 32'h23;
memory[27] = 32'h03;
memory[26] = 32'he5;
memory[25] = 32'h34;
memory[24] = 32'h23;
memory[31] = 32'h00;
memory[30] = 32'h60;
memory[29] = 32'h05;
memory[28] = 32'h93;
memory[35] = 32'h02;
memory[34] = 32'h00;
memory[33] = 32'h00;
memory[32] = 32'hef;
memory[39] = 32'h00;
memory[38] = 32'h35;
memory[37] = 32'h93;
memory[36] = 32'h13;
memory[43] = 32'h00;
memory[42] = 32'h65;
memory[41] = 32'h03;
memory[40] = 32'h33;
memory[47] = 32'h00;
memory[46] = 32'h03;
memory[45] = 32'h32;
memory[44] = 32'h83;
memory[51] = 32'h00;
memory[50] = 32'h83;
memory[49] = 32'h33;
memory[48] = 32'h83;
memory[55] = 32'h00;
memory[54] = 32'h73;
memory[53] = 32'h30;
memory[52] = 32'h23;
memory[59] = 32'h00;
memory[58] = 32'h53;
memory[57] = 32'h34;
memory[56] = 32'h23;
memory[63] = 32'h00;
memory[62] = 32'h00;
memory[61] = 32'h80;
memory[60] = 32'h67;
memory[67] = 32'hfd;
memory[66] = 32'h81;
memory[65] = 32'h01;
memory[64] = 32'h13;
memory[71] = 32'h02;
memory[70] = 32'h11;
memory[69] = 32'h30;
memory[68] = 32'h23;
memory[75] = 32'h01;
memory[74] = 32'h61;
memory[73] = 32'h3c;
memory[72] = 32'h23;
memory[79] = 32'h01;
memory[78] = 32'h51;
memory[77] = 32'h38;
memory[76] = 32'h23;
memory[83] = 32'h01;
memory[82] = 32'h41;
memory[81] = 32'h34;
memory[80] = 32'h23;
memory[87] = 32'h01;
memory[86] = 32'h31;
memory[85] = 32'h30;
memory[84] = 32'h23;
memory[91] = 32'h00;
memory[90] = 32'h05;
memory[89] = 32'h0a;
memory[88] = 32'h93;
memory[95] = 32'h00;
memory[94] = 32'h05;
memory[93] = 32'h8b;
memory[92] = 32'h13;
memory[99] = 32'h00;
memory[98] = 32'h00;
memory[97] = 32'h09;
memory[96] = 32'h93;
memory[103] = 32'h03;
memory[102] = 32'h69;
memory[101] = 32'h8e;
memory[100] = 32'h63;
memory[107] = 32'hff;
memory[106] = 32'hf9;
memory[105] = 32'h8a;
memory[104] = 32'h13;
memory[111] = 32'h03;
memory[110] = 32'hfa;
memory[109] = 32'h06;
memory[108] = 32'h63;
memory[115] = 32'h00;
memory[114] = 32'h2a;
memory[113] = 32'h12;
memory[112] = 32'h93;
memory[119] = 32'h00;
memory[118] = 32'h5a;
memory[117] = 32'h82;
memory[116] = 32'hb3;
memory[123] = 32'h00;
memory[122] = 32'h02;
memory[121] = 32'hb3;
memory[120] = 32'h03;
memory[127] = 32'h00;
memory[126] = 32'h82;
memory[125] = 32'hb3;
memory[124] = 32'h83;
memory[131] = 32'h00;
memory[130] = 32'h73;
memory[129] = 32'h0c;
memory[128] = 32'h63;
memory[135] = 32'h00;
memory[134] = 32'h0a;
memory[133] = 32'h85;
memory[132] = 32'h13;
memory[139] = 32'h00;
memory[138] = 32'h0a;
memory[137] = 32'h05;
memory[136] = 32'h93;
memory[143] = 32'hf9;
memory[142] = 32'h9f;
memory[141] = 32'hf0;
memory[140] = 32'hef;
memory[147] = 32'hff;
memory[146] = 32'hfa;
memory[145] = 32'h0a;
memory[144] = 32'h13;
memory[151] = 32'hfd;
memory[150] = 32'h9f;
memory[149] = 32'hf0;
memory[148] = 32'h6f;
memory[155] = 32'h00;
memory[154] = 32'h19;
memory[153] = 32'h89;
memory[152] = 32'h93;
memory[159] = 32'hfc;
memory[158] = 32'h9f;
memory[157] = 32'hf0;
memory[156] = 32'h6f;
memory[163] = 32'h00;
memory[162] = 32'h01;
memory[161] = 32'h39;
memory[160] = 32'h83;
memory[167] = 32'h00;
memory[166] = 32'h81;
memory[165] = 32'h3a;
memory[164] = 32'h03;
memory[171] = 32'h01;
memory[170] = 32'h01;
memory[169] = 32'h3a;
memory[168] = 32'h83;
memory[175] = 32'h01;
memory[174] = 32'h81;
memory[173] = 32'h3b;
memory[172] = 32'h03;
memory[179] = 32'h02;
memory[178] = 32'h01;
memory[177] = 32'h30;
memory[176] = 32'h83;
memory[183] = 32'h02;
memory[182] = 32'h81;
memory[181] = 32'h01;
memory[180] = 32'h13;
memory[187] = 32'h00;
memory[186] = 32'h40;
memory[185] = 32'h00;
memory[184] = 32'h6f;
end
    always @(Inst_Address) begin
            Instruction = {memory[Inst_Address + 3], memory[Inst_Address + 2], memory[Inst_Address + 1], memory[Inst_Address]};
    end
endmodule
File: flow/run.sh
#!/bin/bash
# OpenROAD 26Q1-2900-gdf79404cd8, Yosys 0.63+post, stock flow scripts
make -C /OpenROAD-flow-scripts/flow DESIGN_CONFIG=/design/flow/config.mk WORK_HOME=/design/flow/orfs finish
File: flow/config.mk
export PLATFORM = sky130hd
export DESIGN_NAME = instructionmemory
export DESIGN_NICKNAME = instructionmemory
export VERILOG_FILES = /design/flow/design.v
export SDC_FILE = /design/flow/constraint.sdc
export NUM_CORES = 4
export LEC_CHECK = 1
export CORE_UTILIZATION = 40
File: flow/constraint.sdc
current_design instructionmemory

set clk_period 7.0
set clk_io_pct 0.2

create_clock -name clk0 -period $clk_period

set non_clock_inputs [all_inputs -no_clocks]
set_input_delay [expr $clk_period * $clk_io_pct] -clock clk0 $non_clock_inputs
set_output_delay [expr $clk_period * $clk_io_pct] -clock clk0 [all_outputs]
==> results_slide.txt <==
Implementation Results

Status
  • Status: finished clean

Job
  • Max Cap Violations: 0
  • Tool warnings: between 70 and 80

Layout
  • Logic area: 6950 um2
  • # fillers: 2,025
  • # clk buffers: 0
  • Seq_cells: 0
  • Layout area overhead: 6.95%
  • FF+latch area: 0 um2
  • Share of cells above drive strength 1: about a tenth
  • Final non-filler cell total: approximately 1,500

Global route
  • Vias in the first global route: approximately 9,500
  • Met1 Track Usage GR: a little over half
  • First-pass GRT wire length: between 50 and 60 mm
  • GRT Overall Usage: ~37%
  • Initial antenna violation count: 0
  • Largest net degree at the start of global routing: approximately 55
  • Met3 Track Usage GR: about 7.2%
  • GR peak layer: met2
  • Gr ovfl total: 0
  • GRT met2 Usage: between 50% and 60%

Clocking
  • CTS Hold Buffers Added: 0
  • Post-CTS Resized: 0
  • Post-CTS Repair Setup Buffers: 0

Final timing
  • Setup TNS: 0 ns
  • Achievable Freq: about 160 MHz
  • Final WS setup: between 0.6 and 0.7 ns
  • Period minus WS final: between 6 and 7 ns
  • Final Cycle Share: roughly 90%
  • Slew Limit Fails: 0
  • RSZ-0062 raised after global routing: no
  • Hold_ws: 3.94 ns
  • Final setup fails: 0
  • Worst slew pin tran: approximately 0.94 ns
  • Final hold vios: 0
  • Slew margin rel.: 37.5%

Detailed routing
  • DR iter-0 viols: ~1,700
  • DRT Pass-1 Iters: 6
  • DR vias/cell: roughly 7.3
  • Final wirelength: approximately 37 mm
  • Number of routed nets with antenna violations: 0
  • DRC Markers: 0
  • Post-DR wirelength/cell: ~25 um
  • Antenna cell count: 0
  • Vias after detailed routing: ~11,000

Placed design
  • Placed cells: around 1,500
  • Pre-CTS WS: between 0.8 and 0.9 ns
  • GP Congestion: between 1 and 1.5
  • DP Wirelength: approximately 25 mm
  • I/O Buffers: around 40

Synthesis
  • Dominant comb cell: AND-OR/OR-AND gates
  • Yosys xor share: under 10%
  • Post-Synth Simple-Gate Area: between 20% and 30%
  • Mapped Area: roughly 7700 um2
  • Count leader, synth: nand2_1
  • Post-synth top area cell: a21oi_1
  • Synth top area share: slightly below 10%
  • Synth area leaders: a21oi_1 9.8%, nand2_1 8.1%, o21ai_0 7.3%
  • Synth cell types: about 85
  • Syn. warnings: 1
  • Yosys synthesis chip area: between 7000 and 8000 um2
  • Synth Area in Adders: under 10%
  • AO/OA Area Share: 52.1%
  • Ys cells: approximately 1,300
  • Avg Cell Area, Syn: 5.90 um2
  • MUX share of area: under 10%
  • Post-synth seq share: 0%
  • Cell count after synthesis: 1,307
  • Post-synth top cells: 167 x nand2_1, 151 x a21oi_1, 125 x nor2_1

Pwr
  • Clock power share: 0%
  • Pwr dens: about 100 nW/um2
  • Worst ir drop on vdd: approximately 43 uV
  • Sw Share: 63.7%
  • Cell leakage power: 2.81 nW
  • Internal power: a little over 300 uW
  • Sequential Power Share: 0%
  • Comb power frac: 100.0%
  • Net Switching: between 500 and 600 uW

Hold path
  • HP Class: input port to output port
  • Cells on Worst Hold Path: 5
  • Hold EP: Instruction[2]
  • Hold wc startpoint: Inst_Address[3]

Setup path
  • CP max stage delay: 0.74 ns
  • Crit Path Category: input port to output port
  • CP cell instances: buf_2 -> buf_4 -> ha_1 -> inv_1 -> a21oi_1 -> a311oi_1 -> nor3_1 -> a2111oi_0 -> a211oi_1 -> clkdlybuf4s50_1
  • Top delay family on crit path: buffers and inverters
  • CP Launch Type: input port
  • Maximum fanout along the worst path: 28
  • Buffers and inverters on the worst path: 4
  • Worst path slowest cell: ha_1
  • Worst Path Required: ~5.6 ns
  • CP arrival: between 4 and 5 ns
  • Worst Setup End Kind: output port

Die
  • Die area: 19,800 um2
  • Die Wd: 141 um
  • IO Count: 64
  • Row count: ~50
  • Die height: 141 um
  • Core area: 18,800 um2
  • Initial Util: around 41%
==> routing by layer <==
metal  vias to the layer above  wire length (um)
met5                         -                 0
met3                       111              4850
met1                      4902             15000
met2                       885             15900
met4                         0              1350
li1                       4883                 -
==> worst min-delay path: stages <==
cell and delay (ns):
buf_4 0.28, nand2_4 0.22, o22a_1 0.16, a21oi_1 0.06
clkdlybuf4s50_1 0.39
==> worst max path at each step <==
stage | endpoint | slack (ns) | start | cells past startpoint
after global routing | Instruction[24] | 0.51 | Inst_Address[1] | 13
after CTS | Instruction[24] | 0.82 | Inst_Address[1] | 13
final | Instruction[17] | 0.64 | Inst_Address[1] | 10
==> cell usage in the layout (no fill, tap or decap), drive strengths merged, types with 31 or more instances in the layout <==
cell,n
xnor2,32
nand3,36
a21oi,153
a31oi,31
o21ai,114
buf,81
clkdlybuf4s50,34
nor2,128
o211ai,31
a211oi,42
nor3,43
nand2,168
==> power by group through the flow <==
| stage | logic (mW) | clock network (mW) | registers [mW] |
|---|---|---|---|
| after CTS | 0.803 | 0 | 0 |
| final | 0.832 | 0 | 0 |
| after global routing | 0.890 | 0 | 0 |
==> cell families (layout without fill, tap and decap cells) <==
family / count (synthesis) / count (layout)
compound gates: 602 / 602
xor+xnor: 39 / 39
fa+ha+maj: 22 / 22
buf+inv: 188 / 132
mux: 19 / 19
simple gates: 437 / 437
==> cell type report <==
cell class | count | area share, %
inverters | 17 | 0.774
multi-input cells | 1119 | 84.3
well taps | 234 | 3.55
repair buffers | 115 | 11.4
==> through the flow <==
stage	instance area [um2]	util (%)	power [mW]
after floorplan	7700	-	0.537
after global placement	8240	43.9	0.807
after detailed placement	8240	43.9	0.799
after CTS	8240	43.9	0.803
after global routing	8240	43.9	0.890
final	8240	43.9	0.832
Power figures rest on the tool's default switching activity, not on a simulated workload.
